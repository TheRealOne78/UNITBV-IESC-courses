--- /design/flow/config.mk ---
export PLATFORM = sky130hd
export DESIGN_NAME = dut
export DESIGN_NICKNAME = dut
export VERILOG_FILES = /design/flow/design.v
export SDC_FILE = /design/flow/constraint.sdc
export NUM_CORES = 4
export LEC_CHECK = 1
export CORE_AREA = 10 10 70 70
export DIE_AREA = 0 0 80 80
--- /design/flow/constraint.sdc ---
current_design dut

set clk_period 2.1
set clk_io_pct 0.2

create_clock -name clk0 -period $clk_period [get_ports {clk}]

set non_clock_inputs [all_inputs -no_clocks]
set_input_delay [expr $clk_period * $clk_io_pct] -clock clk0 $non_clock_inputs
set_output_delay [expr $clk_period * $clk_io_pct] -clock clk0 [all_outputs]
--- /design/flow/design.v ---
package seven_seg_pkg;
  typedef enum logic [5:0] {
    CHAR_0, CHAR_1, CHAR_2, CHAR_3, CHAR_4,
    CHAR_5, CHAR_6, CHAR_7, CHAR_8, CHAR_9,
    CHAR_A, CHAR_B, CHAR_C, CHAR_D, CHAR_E, CHAR_F,
    CHAR_G, CHAR_H, CHAR_I, CHAR_J, CHAR_K, CHAR_L,
    CHAR_M, CHAR_N, CHAR_O, CHAR_P, CHAR_Q, CHAR_R,
    CHAR_S, CHAR_T, CHAR_U, CHAR_V, CHAR_W, CHAR_X,
    CHAR_Y, CHAR_Z,
    CHAR_BLANK
  } seven_seg_char_t;
endpackage
module afisare_led #(
                     parameter int DISPLAYS = 6
                     )
   (
    input logic                        row_i,
    input logic [$clog2(DISPLAYS)-1:0] col_i,
    output logic [DISPLAYS-1:0][6:0]   out_o
    );
   genvar i;
   generate
      for (i = 0; i < DISPLAYS; i++) begin : gen_disp
         seven_segment disp (
                             .row_i    (row_i),
                             .enable_i (col_i == i),
                             .out_o    (out_o[i])
                             );
      end
   endgenerate
endmodule : afisare_led
module clk_div #(
                 parameter int CLK_FREQ = 50_000_000,
                 parameter int TICK_FREQ = 2
                 )
   (
    input logic  clk_i,
    input logic  rst_ni,
    output logic tick_o
    );
   localparam int LIMIT = CLK_FREQ / TICK_FREQ - 1;
   localparam int W     = (LIMIT > 0) ? $clog2(LIMIT + 1) : 1;
   logic [W-1:0]  cnt;
   always_ff @(posedge clk_i or negedge rst_ni)
     if (~rst_ni) begin
        cnt    <= '0;
        tick_o <= 1'b0;
     end else if (cnt == W'(LIMIT)) begin
        cnt    <= '0;
        tick_o <= 1'b1;
     end else begin
        cnt    <= cnt + 1'b1;
        tick_o <= 1'b0;
     end
endmodule : clk_div
module dut #(
             parameter int DISPLAYS = 6,
             parameter int CLK_FREQ = 50_000_000,
             parameter int TICK_FREQ = CLK_FREQ
             )
   (
    input logic                         clk,
    input logic                         rst_ni,
    output logic                        row,
    output logic [$clog2(DISPLAYS)-1:0] col,
    output logic [DISPLAYS-1:0][6:0]    seg
    );
   girator #(
             .DISPLAYS  (DISPLAYS),
             .CLK_FREQ  (CLK_FREQ),
             .TICK_FREQ (TICK_FREQ)
             ) u_girator (
                          .clk_i (clk),
                          .rst_ni (rst_ni),
                          .row_o (row),
                          .col_o (col),
                          .seg_o (seg)
                          );
endmodule : dut
module girator #(
                 parameter int DISPLAYS = 6,
                 parameter int CLK_FREQ = 50_000_000,
                 parameter int TICK_FREQ = 2
                 )
   (
    input logic                         clk_i,
    input logic                         rst_ni,
    output logic                        row_o,
    output logic [$clog2(DISPLAYS)-1:0] col_o,
    output logic [DISPLAYS-1:0][6:0]    seg_o
    );
   logic                     tick;
   logic [DISPLAYS-1:0][6:0] seg_active_high;
   clk_div #(
             .CLK_FREQ  (CLK_FREQ),
             .TICK_FREQ (TICK_FREQ)
             ) u_clk_div (
                          .clk_i  (clk_i),
                          .rst_ni (rst_ni),
                          .tick_o (tick)
                          );
   position_ctrl #(
                   .DISPLAYS (DISPLAYS)
                   ) u_pos_ctrl (
                                 .clk_i  (clk_i),
                                 .rst_ni (rst_ni),
                                 .tick_i (tick),
                                 .col_o  (col_o),
                                 .row_o  (row_o)
                                 );
   afisare_led #(
                 .DISPLAYS (DISPLAYS)
                 ) u_afisare (
                              .row_i (row_o),
                              .col_i (col_o),
                              .out_o (seg_active_high)
                              );
   assign seg_o = ~seg_active_high;
endmodule : girator
module position_ctrl #(
                       parameter int DISPLAYS = 6
                       )
   (
    input logic                         clk_i,
    input logic                         rst_ni,
    input logic                         tick_i,
    output logic [$clog2(DISPLAYS)-1:0] col_o,
    output logic                        row_o
    );
   localparam int W    = $clog2(DISPLAYS);
   localparam int LAST = DISPLAYS - 1;
   logic [W-1:0]  col_r;
   logic          row_r;
   logic          at_end;
   assign at_end = row_r ? (col_r == W'(LAST)) : ~|col_r;
   always_ff @(posedge clk_i or negedge rst_ni)
     if (~rst_ni) begin
        col_r <= '0;
        row_r <= 1'b0;
     end else if (tick_i) begin
        if (at_end)
          row_r <= ~row_r;
        else
          col_r <= col_r + (row_r ? W'(1) : W'(-1));
     end
   assign col_o = col_r;
   assign row_o = row_r;
endmodule : position_ctrl
module seven_segment(
                     input              row_i,
                     input              enable_i,
                     output logic [6:0] out_o
                     );
   always @(*) begin
      if (enable_i) begin
         if (row_i)
           out_o = 7'b1100011;  
         else
           out_o = 7'b0011101;  
      end else
        out_o = 7'b0000000;
   end
endmodule : seven_segment
--- /design/flow/run.sh ---
#!/bin/bash
# OpenROAD 26Q1-2900-gdf79404cd8, Yosys 0.63+post, stock flow scripts
make -C /OpenROAD-flow-scripts/flow DESIGN_CONFIG=/design/flow/config.mk WORK_HOME=/design/flow/orfs finish
==> flow_metrics.tcl <==
# flow metrics
set metrics [dict create \
    post-layout-total-power_mw 1.240 \
    finalCriticalPeriod_ns 2.025 \
    setup_viol 0 \
    cts.sink_count 5 \
    p_seq_share_pct 20.2 \
    finalWeightedCongestion 0.7225 \
    final_min_period_over_clock_period_pct 96.43 \
    cts.htree.levels 1 \
    design.core.area_um2 3416 \
    placement_rows 21 \
    die_height_um 80 \
    largest_area_cell "sky130_fd_sc_hd__buf_4" \
    die_w_um 80 \
    cts_max_path_buffers 2 \
    yosysCellCount 88 \
    drive_gt1_share_pct 16.81 \
    cts.root.buffer_cell "sky130_fd_sc_hd__clkbuf_4" \
    rsz0062_at_grt "no" \
    worst_skew_pair.late_latency_ns 0.24 \
    pin_count_of_the_biggest_net_entering_global_routing 16 \
    switching_share_pct 36.34 \
    viasPerCell 4.019 \
    clockPowerShare_pct 8.6 \
    yosys_register_bits 5 \
    floorplan.io_pins 48 \
    finalHoldViolCount 0 \
    worst_clock_skew_ns 0.005043 \
    grt_antenna_before_repair 0 \
    yosys.stat.chipArea_um2 651.9 \
    cts_tree "yes" \
    initCoreUtil_pct 19.08 \
    fin_hold_ws_ns 0.4098 \
    remaining_drc_errors 0 \
    p_leak_nw 0.3930 \
    drt.antenna.violating_nets 0 \
    detail_route.wl_per_cell_um 12.43 \
    cts.hold.buffers_added 0 \
    most_instantiated_flip_flop_cell_in_the_synthesis_netlist "sky130_fd_sc_hd__dfrtp_1" \
    fmax_mhz 493.8 \
    power_per_cell_area_nw_per_um2 1203 \
    postPlaceCellArea_um2 985.9 \
    synth-edff-count 0 \
    finish.instance_area_um2 1031 \
    maxSlewViolCount 0 \
    cts.clk_slew.worst_paths_ns 0.04 \
    die_area_um2 6400 \
    yosys-top-cells-area "sky130_fd_sc_hd__buf_4 31%, sky130_fd_sc_hd__dfrtp_1 19%, sky130_fd_sc_hd__nand2_1 6.9%" \
    post_synth_most_frequent_cells "27 x sky130_fd_sc_hd__buf_4, 12 x sky130_fd_sc_hd__nand2_1, 7 x sky130_fd_sc_hd__nor2_1" \
    data_required_time_of_the_worst_path_ns 1.68 \
    antenna_cells_inserted 0 \
    wire_length_of_the_first_global_routing_pass_um 2967 \
    timing.critical_path.fanout_max 15 \
    switching_component_of_the_power_mw 0.4507 \
    critPathLaunchType "flip-flop" \
    timing.setup.tns_ns 0 \
    ys_seq_share_pct 19.19 \
    comb_power_share_pct 71.2 \
    synthesis.yosys.warnings 3 \
    synthArstFlopShare_pct 100.0 \
    intPower_mw 0.7896 \
    dp_hpwl_um 1659 \
    synth_cell_area_um2 651.9 \
    ir_worst_vdd_uv 670.9 \
    synth.top_cell.area_share_pct 31.09 \
    globalRouteOverflowTotal 0 \
    cp_cell_sequence "or3_4 -> clkdlybuf4s50_1" \
    area_growth_syn_to_layout_pct 58.16 \
    timing.critical_path.to_type "output pin" \
    avgSynthCellArea_um2 7.408 \
    router_iterations_before_antenna_repair 4 \
    max_stage_delay_ns 0.51 \
    critPathArrivalTime_ns 1.60 \
    vias 639 \
    crit_slowest_cell "sky130_fd_sc_hd__dfrtp_2" \
    run_status "finished, final reports clean" \
    setup.worst_path.class "reg -> out" \
    synth_top_cell_by_count "sky130_fd_sc_hd__buf_4" \
    drtIter0Drc 21 \
    buffer_ports.inserted 47 \
    cap_viol_max_count 0 \
    ys_types 25 \
    grt_util_all_layers_pct 5.667 \
    class_of_the_most_critical_hold_timing_path "in -> async" \
    synthCells 88 \
    via_count_of_the_first_global_routing_pass 597 \
    warning_count 25 \
    detail_route.wirelength_um 1977 \
    cts_buffers 3 \
]
==> cell usage in the layout (no fill, tap or decap), types with 2 or more instances in the layout <==
| cell type | instances |
|---|---|
| sky130_fd_sc_hd__inv_1 | 2 |
| sky130_fd_sc_hd__clkdlybuf4s50_1 | 47 |
| sky130_fd_sc_hd__dfrtp_2 | 3 |
| sky130_fd_sc_hd__nand2_1 | 12 |
| sky130_fd_sc_hd__dfrtp_1 | 2 |
| sky130_fd_sc_hd__nand3_1 | 5 |
| sky130_fd_sc_hd__or3_1 | 2 |
| sky130_fd_sc_hd__nand3b_1 | 2 |
| sky130_fd_sc_hd__nor2b_1 | 2 |
| sky130_fd_sc_hd__a21oi_1 | 4 |
| sky130_fd_sc_hd__nand2b_1 | 2 |
| sky130_fd_sc_hd__buf_4 | 4 |
| sky130_fd_sc_hd__nor2_2 | 2 |
| sky130_fd_sc_hd__a21oi_2 | 2 |
| sky130_fd_sc_hd__nor2_1 | 4 |
| sky130_fd_sc_hd__nand4_1 | 2 |
| sky130_fd_sc_hd__clkbuf_4 | 3 |
==> registers in the layout (all words and copies together), names as in the netlist <==
signal                      cells
u_girator.u_pos_ctrl.col_r      3
u_girator.u_clk_div.tick_o      1
u_girator.u_pos_ctrl.row_r      1
==> power groups by stage <==
stage / Sequential (mW) / Clock [mW] / Combinational, mW
after CTS: 0.236 / 0.111 / 0.903
after global routing: 0.265 / 0.117 / 0.988
final: 0.250 / 0.107 / 0.883
==> path summary, 6_finish.rpt <==
path / from / to / slack [ns] / depth (start not counted)
max: u_girator.u_pos_ctrl.col_r[1] / seg[0] / 0.08 / 2
min: rst_ni / u_girator.u_clk_div.tick_o / 0.41 / 1
max reg2reg: u_girator.u_pos_ctrl.col_r[0] / u_girator.u_pos_ctrl.col_r[2] / 0.36 / 5
min reg2reg: u_girator.u_clk_div.tick_o / u_girator.u_pos_ctrl.col_r[1] / 0.65 / 1
max in group asynchronous: rst_ni / u_girator.u_pos_ctrl.row_r / 1.47 / 1
min in group clk0: u_girator.u_clk_div.tick_o / u_girator.u_pos_ctrl.col_r[1] / 0.65 / 1
==> cell type report <==
class / instances / area, um2
sequential: 5 / 128.9
timing repair buffer: 51 / 500.5
tap: 46 / 57.56
fill: 374 / 2385
clock buffer: 4 / 26.28
inverter: 2 / 7.507
multi-input combinational: 51 / 310.3
==> routing by layer <==
| layer | wire length [um] | vias up | part of all wire [%] | track usage, % |
|---|---|---|---|---|
| met4 | 0 | 0 | 0 | 0.3521 |
| met5 | 0 | - | 0 | 0 |
| met2 | 929 | 33 | 47 | 9.149 |
| met1 | 692 | 295 | 35 | 6.434 |
| li1 | - | 311 | - | - |
| met3 | 355 | 0 | 18 | 3.636 |
==> per-stage QoR <==
| step | worst slack (ns) | utilization, % | std cells |
|---|---|---|---|
| 4_1_cts | 0.05103 | 29.82 | 159 |
| 6_report | 0.07504 | 30.18 | 159 |
| 3_3_place_gp | 0.2376 | 28.86 | 155 |
| 5_1_grt | 0.01380 | 30.18 | 159 |
| 2_1_floorplan | 0.4417 | - | 88 |
| 3_5_place_dp | 0.2296 | 28.86 | 155 |
==> worst max-delay path, delay by kind of cell (launching register included) <==
kind	cells	cell delay, ns
simple gates	1	0.43
flops	1	0.51
buf+inv	1	0.43
==> cells by family (layout without fill, tap and decap cells) <==
logic type	Yosys count	in the layout	synth area share [%]
AND-OR/OR-AND	8	8	8.063
adder cells (fa/ha/maj)	1	1	3.071
buffers and inverters	32	57	35.51
flip-flops	5	5	19.19
other	1	1	0.5753
AND/OR/NAND/NOR	41	41	33.59
==> timing repair <==
action                                  in CTS  in global routing
gates resized                                3                  5
endpoints found under the setup margin       9                 20
setup buffers                                0                  0
Power figures rest on the tool's default switching activity, not on a simulated workload.
