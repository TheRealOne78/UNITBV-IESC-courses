$ cat flow/run.sh
#!/bin/bash
# OpenROAD 26Q1-2900-gdf79404cd8, Yosys 0.63+post, stock flow scripts
make -C /OpenROAD-flow-scripts/flow DESIGN_CONFIG=/design/flow/config.mk WORK_HOME=/design/flow/orfs finish
$ cat flow/config.mk
export PLATFORM = sky130hd
export DESIGN_NAME = display_map
export DESIGN_NICKNAME = display_map
export VERILOG_FILES = /design/flow/design.v
export SDC_FILE = /design/flow/constraint.sdc
export NUM_CORES = 4
export LEC_CHECK = 1
export CORE_AREA = 10 10 70 70
export DIE_AREA = 0 0 80 80
$ cat flow/constraint.sdc
current_design display_map

set clk_period 1.0
set clk_io_pct 0.2

create_clock -name clk0 -period $clk_period

set non_clock_inputs [all_inputs -no_clocks]
set_input_delay [expr $clk_period * $clk_io_pct] -clock clk0 $non_clock_inputs
set_output_delay [expr $clk_period * $clk_io_pct] -clock clk0 [all_outputs]
$ cat flow/design.v
package seven_seg_pkg;
  typedef enum logic [5:0] {
    CHAR_0, CHAR_1, CHAR_2, CHAR_3, CHAR_4,
    CHAR_5, CHAR_6, CHAR_7, CHAR_8, CHAR_9,
    CHAR_A, CHAR_B, CHAR_C, CHAR_D, CHAR_E, CHAR_F,
    CHAR_G, CHAR_H, CHAR_I, CHAR_J, CHAR_K, CHAR_L,
    CHAR_M, CHAR_N, CHAR_O, CHAR_P, CHAR_Q, CHAR_R,
    CHAR_S, CHAR_T, CHAR_U, CHAR_V, CHAR_W, CHAR_X,
    CHAR_Y, CHAR_Z,
    CHAR_BLANK
  } seven_seg_char_t;
endpackage
module display_map #(
                     parameter int DISPLAYS = 6
                     )
   (
    input logic                        row_i,
    input logic [$clog2(DISPLAYS)-1:0] col_i,
    output logic [DISPLAYS-1:0][7:0]   out_o
    );
   logic [DISPLAYS-1:0] enable;
   always_comb begin
      enable = '0;
      enable[col_i] = 1'b1;
   end
   genvar i;
   generate
      for (i = 0; i < DISPLAYS; i++) begin : gen_display
         seven_segment u_seven_segment (
                                        .row_i    (row_i),
                                        .enable_i (enable[i]),
                                        .out_o    (out_o[i])
                                        );
      end : gen_display
   endgenerate
endmodule : display_map
module seven_segment(
                     input              row_i,
                     input              enable_i,
                     output logic [6:0] out_o
                     );
   always @(*) begin
      if (enable_i) begin
         if (row_i)
           out_o = 7'b1100011;  
         else
           out_o = 7'b0011101;  
      end else
        out_o = 7'b0000000;
   end
endmodule : seven_segment
==> flow_summary_export.csv <==
group,metric,value,unit
status,run_status,"finished, violations left",
status,failed_checks,"negative setup slack",
place,place_congestion,0.734,
die,floorplanUtilization,15.6,%
critical_path,worst_ep_arrival_time,1.53,ns
pwr,pwr_density_cell,344,nW/µm²
synthesis,synth.top_cells.by_count,"buf_4, and3_1, and2_1, ha_1, inv_1",
sta,final_min_period_over_clock_period,173,%
die,coreArea,3420,µm²
sta,final_report_max_slew_violation_count,0,
final_layout,post_layout_nonfiller_instances,159,
final_layout,clock_buffer_count,0,
final_layout,layout_stage_area_growth_over_the_synthesis_result,124,%
detailed_routing,detail_route.vias_per_cell,3.41,
die,dieArea,6400,µm²
synthesis,synth.cellmix.xorXnorShare,3.28,%
synthesis,top_area_share,50.6,%
sta,hold_viol,0,
critical_path,worstPathMaxFanout,3,
detailed_routing,detail-route-antenna-nets,0,
sta,report.final.setup_viol,42,
detailed_routing,drt_iter0_drc,4,
synthesis,netlist_logic_family_top,"buffers and inverters",
synthesis,netlist-cell-type-count,15,
sta,max_freq,579,MHz
global_routing,grt_pass1_wl,3150,µm
sta,grt_setup_unrepaired,"yes",
detailed_routing,vias,542,
critical_path,path_delay_family,"simple AND/OR/NAND/NOR gates",
min_path,min_to,"out_o[34]",
pwr,p_leak,0.600,nW
min_path,min_from,"col_i[0]",
synthesis,yosys.area_share.simple,21.5,%
final_layout,design.seq.count,0,
global_routing,grt_usage,5.98,%
critical_path,cp-start-kind,"input port",
final_layout,final_layout_size_suffix_gt1_share,86.7,%
cts,post_cts_hold_buffer_count,0,
place,port-buffer-count,46,
synthesis,mux_area_share,0,%
synthesis,synth_area,534,µm²
die,rows,21,
synthesis,top_cells_by_area,"buf_4, a2111oi_4, and3_1, ha_1, and2_1",
critical_path,criticalPathCategory,"in -> out",
final_layout,seq_area,0,µm²
critical_path,cpMaxStageDelayCell,"or4_4",
synthesis,synth_adder_area_share,9.37,%
run,warnings,38,
global_routing,grt_max_degree,7,
global_routing,grt_antenna_before_repair,0,
detailed_routing,antenna-diode-count,0,
place,dp_hpwl,1620,µm
detailed_routing,dr.pass1.iters,2,
synthesis,synthesis.instances,68,
min_path,hold_class,"in -> out",
critical_path,worstPathCellList,"buf_8, inv_8, ha_4, or4_4, nor3_4, buf_6, buf_6, buf_6",
min_path,cells_on_worst_hold_path,4,
critical_path,timing.critical_path.to_type,"primary output",
synthesis,postSynthAreaPerCell,7.86,µm²
synthesis,yosysCellCount,68,
pwr,max-vdd-ir-drop,0.000153,V
synthesis,yosys.stat.chipArea,534,µm²
global_routing,grt.overflow.total,0,
critical_path,worst_path_most_repeated_cell,"buf_6",
place,dp_cells,139,
die,fp.dieH,80,µm
final_layout,fillerInstances,338,
final_layout,final_core_util,35.0,%
critical_path,timing.critical_path.buf_inv,5,
detailed_routing,detail_route.drc_violations,0,
detailed_routing,drt-wirelength-per-cell,12.9,µm
die,io-pin-count,52,
critical_path,worst_path_largest_cell_delay,0.56,ns
global_routing,first_global_vias,593,
synthesis,most_common_cell,"buf_4",
detailed_routing,routed_wl,2050,µm
sta,final.min_clock_period,1.73,ns
synthesis,synth.yosys.seq_area_share,0,%
synthesis,synth_top_cell_by_area,"buf_4",
synthesis,synth-compound-area-share,11.7,%
critical_path,crit_required,0.80,ns
sta,finalWorstSetupSlack,-0.728,ns
synthesis,yosys_warnings,8,
pwr,fin_total_pwr,0.411,mW
die,floorplan.die.width,80,µm
run,count_of_max_cap_constraint_violations,0,
[power breakdown]
part / switching (mW) / internal [mW] / total, mW
combinational: 0.147 / 0.264 / 0.411
clock: 0 / 0 / 0
sequential: 0 / 0 / 0
total: 0.147 / 0.264 / 0.411
[layer usage]
| metal | share of wire (%) | global-route usage [%] | up-vias |
|---|---|---|---|
| met5 | 0 | 0 | - |
| met4 | 0 | 0 | 0 |
| met3 | 10 | 2.39 | 0 |
| met2 | 46 | 9.71 | 30 |
| met1 | 44 | 7.73 | 238 |
| li1 | - | - | 274 |
[placed cells by master, fill, tap and decap left out, types with 2 or more instances in the layout]
| cell | count |
|---|---|
| a2111oi_4 | 2 |
| ha_1 | 3 |
| buf_2 | 11 |
| clkbuf_2 | 8 |
| conb_1 | 6 |
| buf_4 | 10 |
| and2_4 | 4 |
| nor3_4 | 2 |
| and3_4 | 8 |
| buf_8 | 2 |
| buf_6 | 42 |
[cell families after synthesis]
group / count (synthesis)
fa+ha+maj: 4
other cells: 1
buf+inv: 40
simple gates: 18
xor+xnor: 2
compound gates: 3
[what timing repair did]
item                       4_1_cts  5_1_grt
cloned                           1        0
pin swaps                       14        6
gates resized                  169       38
setup buffers                   19        3
setup endpoints to repair       42       42
[area by class of cell]
cell class	count	area, µm²	area share, %
Multi-Input combinational cell	33	390	32.7
Inverter	4	35.0	2.93
Tap cell	46	57.6	4.82
Timing Repair Buffer	76	712	59.6
[tightest hold or removal path, cell delays in order]
cell       delay (ns)
buf_12           0.09
buf_4            0.17
a2111oi_4        0.05
buf_2            0.10
[worst max path at each step]
stage / slack [ns] / to / depth (start not counted) / from
4_1_cts: -0.73 / out_o[6] / 8 / col_i[1]
5_1_grt: -0.79 / out_o[6] / 8 / col_i[1]
6_report: -0.73 / out_o[6] / 8 / col_i[1]
[stage by stage]
| step | hold WS (ns) | setup TNS [ns] | cell area [µm²] | worst slack, ns |
|---|---|---|---|---|
| after CTS | 0.821 | -24.04 | 1110 | -0.733 |
| after global routing | 0.831 | -22.81 | 1190 | -0.790 |
| after detailed placement | 1.48 | -58.51 | 918 | -1.57 |
| after floorplan | 0.416 | -8.34 | 596 | -0.427 |
| final | 0.807 | -20.83 | 1190 | -0.728 |
| after global placement | 1.48 | -58.55 | 918 | -1.55 |
Power and IR drop assume default switching activity.
