==> design.v <==
package seven_seg_pkg;
  typedef enum logic [5:0] {
    CHAR_0, CHAR_1, CHAR_2, CHAR_3, CHAR_4,
    CHAR_5, CHAR_6, CHAR_7, CHAR_8, CHAR_9,
    CHAR_A, CHAR_B, CHAR_C, CHAR_D, CHAR_E, CHAR_F,
    CHAR_G, CHAR_H, CHAR_I, CHAR_J, CHAR_K, CHAR_L,
    CHAR_M, CHAR_N, CHAR_O, CHAR_P, CHAR_Q, CHAR_R,
    CHAR_S, CHAR_T, CHAR_U, CHAR_V, CHAR_W, CHAR_X,
    CHAR_Y, CHAR_Z,
    CHAR_BLANK
  } seven_seg_char_t;
endpackage
module adxl345_controller (
                           input  logic              clk_i,
                           input  logic              rst_ni,
                           input  logic              ack_i,
                           input  logic [7:0]        rd_data_i,
                           output logic              req_o,
                           output logic              rw_ni_o,
                           output logic [5:0]        addr_o,
                           output logic [7:0]        wr_data_o,
                           output logic              init_done_o,
                           output logic signed [9:0] accel_x_o,
                           output logic signed [9:0] accel_y_o
                           );
   localparam int STEP_COUNT = 7;
   localparam int LOOP_START = 2;
   localparam logic [5:0] ADDR_DATA_FORMAT = 6'h31;
   localparam logic [5:0] ADDR_POWER_CTL   = 6'h2D;
   localparam logic [5:0] ADDR_DATAX0      = 6'h32;
   localparam logic [5:0] ADDR_DATAX1      = 6'h33;
   localparam logic [5:0] ADDR_DATAY0      = 6'h34;
   localparam logic [5:0] ADDR_DATAY1      = 6'h35;
   localparam logic [7:0] VAL_DATA_FORMAT = 8'b0100_0000;
   localparam logic [7:0] VAL_POWER_CTL   = 8'b0000_1000;
   typedef enum logic [1:0] {
                             STEP_WRITE = 2'd0,
                             STEP_READ  = 2'd1,
                             STEP_JUMP  = 2'd2
                             } step_kind_t;
   typedef enum logic [2:0] {
                             CAPTURE_NONE = 3'd0,
                             CAPTURE_X0   = 3'd1,
                             CAPTURE_X1   = 3'd2,
                             CAPTURE_Y0   = 3'd3,
                             CAPTURE_Y1   = 3'd4
                             } capture_kind_t;
   logic [$clog2(STEP_COUNT)-1:0] step_r;
   logic                           waiting_for_ack_r;
   logic [7:0]                     x_lsb_r;
   logic [7:0]                     y_lsb_r;
   logic signed [9:0]              x_sample_r;
   step_kind_t                     step_kind;
   capture_kind_t                  capture_kind;
   logic                           step_rw_ni;
   logic [5:0]                     step_addr;
   logic [7:0]                     step_wr_data;
   logic [$clog2(STEP_COUNT)-1:0]  jump_step;
   always_comb begin
      step_kind    = STEP_JUMP;
      capture_kind = CAPTURE_NONE;
      step_rw_ni   = 1'b1;
      step_addr    = '0;
      step_wr_data = '0;
      jump_step    = $clog2(STEP_COUNT)'(LOOP_START);
      case (step_r)
        0: begin
           step_kind    = STEP_WRITE;
           step_rw_ni   = 1'b0;
           step_addr    = ADDR_DATA_FORMAT;
           step_wr_data = VAL_DATA_FORMAT;
        end
        1: begin
           step_kind    = STEP_WRITE;
           step_rw_ni   = 1'b0;
           step_addr    = ADDR_POWER_CTL;
           step_wr_data = VAL_POWER_CTL;
        end
        2: begin
           step_kind    = STEP_READ;
           capture_kind = CAPTURE_X0;
           step_addr    = ADDR_DATAX0;
        end
        3: begin
           step_kind    = STEP_READ;
           capture_kind = CAPTURE_X1;
           step_addr    = ADDR_DATAX1;
        end
        4: begin
           step_kind    = STEP_READ;
           capture_kind = CAPTURE_Y0;
           step_addr    = ADDR_DATAY0;
        end
        5: begin
           step_kind    = STEP_READ;
           capture_kind = CAPTURE_Y1;
           step_addr    = ADDR_DATAY1;
        end
        default: begin
           step_kind = STEP_JUMP;
        end
      endcase
   end
   always_ff @(posedge clk_i or negedge rst_ni) begin
      if (!rst_ni) begin
         step_r            <= '0;
         waiting_for_ack_r <= 1'b0;
         req_o             <= 1'b0;
         rw_ni_o           <= 1'b1;
         addr_o            <= '0;
         wr_data_o         <= '0;
         init_done_o       <= 1'b0;
         accel_x_o         <= '0;
         accel_y_o         <= '0;
         x_lsb_r           <= '0;
         y_lsb_r           <= '0;
         x_sample_r        <= '0;
      end else begin
         req_o <= 1'b0;
         if (step_kind == STEP_JUMP) begin
            step_r <= jump_step;
         end else if (!waiting_for_ack_r) begin
            req_o             <= 1'b1;
            waiting_for_ack_r <= 1'b1;
            rw_ni_o           <= step_rw_ni;
            addr_o            <= step_addr;
            wr_data_o         <= step_wr_data;
         end else if (ack_i) begin
            waiting_for_ack_r <= 1'b0;
            case (capture_kind)
              CAPTURE_X0: x_lsb_r <= rd_data_i;
              CAPTURE_X1: x_sample_r <= {rd_data_i[1:0], x_lsb_r};
              CAPTURE_Y0: y_lsb_r <= rd_data_i;
              CAPTURE_Y1: begin
                 accel_x_o <= x_sample_r;
                 accel_y_o <= {rd_data_i[1:0], y_lsb_r};
              end
              default: begin end
            endcase
            if (step_r == 1)
              init_done_o <= 1'b1;
            if (step_r == $clog2(STEP_COUNT)'(STEP_COUNT - 2))
              step_r <= $clog2(STEP_COUNT)'(STEP_COUNT - 1);
            else
              step_r <= step_r + 1'b1;
         end
      end
   end
endmodule : adxl345_controller
==> run.sh <==
#!/bin/bash
# OpenROAD 26Q1-2900-gdf79404cd8, Yosys 0.63+post, stock flow scripts
make -C /OpenROAD-flow-scripts/flow DESIGN_CONFIG=/design/flow/config.mk WORK_HOME=/design/flow/orfs finish
==> config.mk <==
export PLATFORM = sky130hd
export DESIGN_NAME = adxl345_controller
export DESIGN_NICKNAME = adxl345_controller
export VERILOG_FILES = /design/flow/design.v
export SDC_FILE = /design/flow/constraint.sdc
export NUM_CORES = 4
export LEC_CHECK = 1
export CORE_UTILIZATION = 40
==> constraint.sdc <==
current_design adxl345_controller

set clk_period 3.1
set clk_io_pct 0.2

create_clock -name clk0 -period $clk_period [get_ports {clk_i}]

set non_clock_inputs [all_inputs -no_clocks]
set_input_delay [expr $clk_period * $clk_io_pct] -clock clk0 $non_clock_inputs
set_output_delay [expr $clk_period * $clk_io_pct] -clock clk0 [all_outputs]
==> impl_metrics.env <==
# source this file to load flow results
export IMPL_outcome="finished, final reports clean"
export IMPL_htree_levels=3
export IMPL_combPwrFrac=0.295
export IMPL_leakage_nw=1.45
export IMPL_critPathCaptureType="flop"
export IMPL_worstPathRequired_ps=3320
export IMPL_ys_cells=175
export IMPL_worstHoldPathType="input pin to async pin"
export IMPL_critical_path_depth=5
export IMPL_p_sw_mw=0.776
export IMPL_logic_area_um2=890
export IMPL_drcViolationCount=0
export IMPL_topCellsByArea="dfrtp_1 (60%), mux2_2 (22%), ha_1 (2.5%), buf_4 (1.8%), nor2_1 (1.5%)"
export IMPL_crit_chain="clkdlybuf4s50_1, nand2_1, a21oi_1, nor3b_4, mux2_2"
export IMPL_power_density_mw_per_mm2=864
export IMPL_ir_drop_uv=378
export IMPL_setup_violations=0
export IMPL_gp_congestion=0.810
export IMPL_die_area_mm2=0.00654
export IMPL_cp_startpoint="ack_i"
export IMPL_grt_pass1_wl_um=7200
export IMPL_reg2reg_depth=6
export IMPL_cp_max_fo=8
export IMPL_ys_types=28
export IMPL_core_area_mm2=0.00596
export IMPL_grt_usage=0.149
export IMPL_syn_avg_cell_area_um2=14.2
export IMPL_yosys_warnings=1
export IMPL_critical_path_buf_inv_count=1
export IMPL_fmax_mhz=436
export IMPL_cts_resized=0
export IMPL_worst_slack_ps=805
export IMPL_cts_buffers=9
export IMPL_critPathLaunchType="input pin"
export IMPL_ys_chip_area_mm2=0.00249
export IMPL_grt_setup_unrepaired="false"
export IMPL_regArea_mm2=0.00153
export IMPL_cts_tree="built"
export IMPL_criticalPathCategory="input pin to flop"
export IMPL_worstMarginPinSlew_ps=742
export IMPL_grt_antenna_before_repair=0
export IMPL_clk_pin_slew_worst_paths_ps=60
export IMPL_post_cts_buffers=0
export IMPL_dp_slack_ps=459
export IMPL_warning_count=28
export IMPL_ios=48
export IMPL_fillers=499
export IMPL_critPathTopFamily="simple AND/OR/NAND/NOR gates"
export IMPL_port_buffers=41
export IMPL_clkPwrFrac=0.260
export IMPL_dp_cells=289
export IMPL_overflow=0
export IMPL_crit_arrival_ps=2520
export IMPL_maxSlewViolCount=0
export IMPL_r2r_start="step_r[0]"
export IMPL_clkSinkCount=61
export IMPL_vias_per_cell=4.89
export IMPL_clk_path_buf_depth=2
export IMPL_synth_top_cell_by_area="dfrtp_1"
export IMPL_top_area_frac=0.604
export IMPL_cts_root_buffer="clkbuf_8"
export IMPL_rows=28
export IMPL_num_antenna_cells=0
export IMPL_grt_max_degree=62
export IMPL_critical_path_max_stage_delay_ps=510
export IMPL_via_count=1491
export IMPL_drive_above_1_share=0.330
export IMPL_drv_cap=0
export IMPL_clock_latency_ps=340
export IMPL_fin_crit_sh=0.740
export IMPL_syn_inst=175
export IMPL_p_seq_frac=0.445
export IMPL_power_internal_mw=1.97
export IMPL_final_util=0.534
export IMPL_die_h_um=80.9
export IMPL_drt_iter0_markers=41
export IMPL_period_minus_slack_ps=2300
export IMPL_die_width_um=80.9
export IMPL_cts_hold_buf=0
export IMPL_fin_tns_setup_ps=0
export IMPL_swShare=0.283
export IMPL_drtAntennaViolNets=0
export IMPL_postSynthSeqShare=0.614
export IMPL_area_growth_pct=27.8
export IMPL_finalWirelength_um=4280
export IMPL_grt_pass1_vias=1471
export IMPL_cpMaxStageDelayCell="nor3b_4"
export IMPL_p_total_mw=2.75
export IMPL_drtPass1Iterations=4
export IMPL_syn_cell_area_mm2=0.00249
export IMPL_initial_core_util=0.418
export IMPL_slew_headroom=0.506
export IMPL_hold_violations=0
export IMPL_skew_ps=5.80
export IMPL_ys_flops=61
export IMPL_dp_hpwl_um=2840
export IMPL_post_drt_wl_per_cell_um=14.0
export IMPL_instances_no_fill=305
[cells in the mapped netlist (all sizes together)]
cell,n
dfrtp,60
dfstp,1
or2,1
nor3b,1
conb,1
nand2,3
inv,4
nor2b,2
clkbuf,2
o21a,1
a22oi,1
a21oi,5
nor2,10
nand2b,1
o21ai,5
mux2i,1
buf,10
o21bai,1
a211o,1
nand4,1
mux2,48
a31oi,3
and3,2
nor3,5
ha,5
[cell type report]
| class | count | area share |
|---|---|---|
| Clock buffer | 11 | 0.0476 |
| Inverter | 4 | 0.00472 |
| Sequential cell | 61 | 0.481 |
| Multi-Input combinational cell | 103 | 0.280 |
| Tap cell | 75 | 0.0295 |
| Timing Repair Buffer | 46 | 0.139 |
| Clock inverter | 5 | 0.0185 |
[layout by cell type, fill, tap and decap left out, drive strengths merged]
cell type and count:
a211o 1, a21oi 5, a22oi 1, a31oi 3
and3 2, buf 6, bufinv 1, clkbuf 11
clkdlybuf4s50 40, clkinv 2, clkinvlp 2, conb 6
dfrtp 60, dfstp 1, ha 5, inv 4
mux2 48, mux2i 1, nand2 3, nand2b 1
nand4 1, nor2 10, nor2b 2, nor3 5
nor3b 1, o21a 1, o21ai 5, o21bai 1
or2 1
[state kept, by name, summed over array words and instances (netlist names)]
register           count
accel_x_o             10
accel_y_o             10
addr_o                 6
init_done_o            1
req_o                  1
rw_ni_o                1
step_r                 3
waiting_for_ack_r      1
wr_data_o              2
x_lsb_r                8
x_sample_r            10
y_lsb_r                8
[cell families (layout without fill, tap and decap cells)]
| family | Yosys count | after routing | share of synthesized area |
|---|---|---|---|
| simple gates | 26 | 26 | 0.0599 |
| buf+inv | 16 | 66 | 0.0377 |
| compound gates | 17 | 17 | 0.0402 |
| mux | 49 | 49 | 0.221 |
| flops | 61 | 61 | 0.614 |
| other cells | 1 | 6 | 0.00151 |
| fa+ha+maj | 5 | 5 | 0.0252 |
[per-layer routing]
layer | vias to the layer above | GRT usage | part of all wire
met4 | 0 | 0.0286 | 0.021
met1 | 751 | 0.253 | 0.49
met5 | - | 0 | 0
met2 | 31 | 0.204 | 0.45
met3 | 8 | 0.0342 | 0.040
li1 | 701 | - | -
[worst register-to-register path, stage by stage (launching register included)]
cell	delay (ps)
dfrtp_1	400
inv_1	130
ha_1	310
nor2_1	120
and3_1	290
nor3b_4	500
mux2_2	400
[power by group through the flow]
stage	Sequential, mW	Combinational (mW)	Clock (mW)
final	1.22	0.810	0.715
after global routing	1.26	0.908	0.781
after CTS	1.23	0.822	0.740
[through the flow]
stage / hold WS (ps) / area, µm²
after global placement: 452 / 2970
after CTS: 456 / 3180
after floorplan: 324 / 2510
final: 438 / 3180
after detailed placement: 457 / 2970
after global routing: 492 / 3180
[final timing paths]
path	slack, ps	to
max	800	y_lsb_r[3]
min reg2reg	480	addr_o[5]
max reg2reg	850	y_lsb_r[3]
min in group clk0	480	addr_o[5]
max in group asynchronous	2180	accel_y_o[2]
min	440	accel_y_o[3]
